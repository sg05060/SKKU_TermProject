[run.sh]
#!/bin/bash
# OpenROAD 26Q1-2900-gdf79404cd8, Yosys 0.63+post, stock flow scripts
make -C /OpenROAD-flow-scripts/flow DESIGN_CONFIG=/design/flow/config.mk WORK_HOME=/design/flow/orfs finish
[config.mk]
export PLATFORM = sky130hd
export DESIGN_NAME = custom_acc
export DESIGN_NICKNAME = custom_acc
export VERILOG_FILES = /design/flow/design.v
export SDC_FILE = /design/flow/constraint.sdc
export NUM_CORES = 4
export LEC_CHECK = 1
export CORE_AREA = 10 10 91 91
export DIE_AREA = 0 0 101 101
[constraint.sdc]
current_design custom_acc

set clk_period 9.2
set clk_io_pct 0.2

create_clock -name clk0 -period $clk_period [get_ports {clk}]

set non_clock_inputs [all_inputs -no_clocks]
set_input_delay [expr $clk_period * $clk_io_pct] -clock clk0 $non_clock_inputs
set_output_delay [expr $clk_period * $clk_io_pct] -clock clk0 [all_outputs]
[design.v]
module eight_bit_accumulator(in, clk, en, rst, out);
	input [7:0] in;
    input en, clk, rst;
	output [7:0] out;
    wire[7:0] sum_out;
    wire[7:0] load_out, mux_out;
eight_bit_full_adder_module eight_bit_adder(.a(in), .b(out), .cin(1'b0), .sum(sum_out), .cout());
eight_bit_two_to_one_mux_gatelevel_module eight_bit_mux(.a(load_out), .b(sum_out), .s(en), .out(mux_out));
eight_bit_register_behavioral_module eight_bit_register(.in(mux_out), .clk(clk), .rst(rst), .out(load_out));
assign out = load_out;
endmodule
module eight_bit_full_adder_module (a, b, cin, sum, cout);
	input [7:0] a, b;
	input cin;
	output [7:0] sum;
	output cout;
	wire cout_mid;
    four_bit_full_adder_module FA4_0 (.a(a[3:0]), .b(b[3:0]), .cin(cin), .sum(sum[3:0]), .cout(cout_mid));
    four_bit_full_adder_module FA4_1 (.a(a[7:4]), .b(b[7:4]), .cin(cout_mid), .sum(sum[7:4]), .cout(cout));
endmodule
module four_bit_full_adder_module (a, b, cin, sum, cout);
	input [3:0] a, b;
	input cin;
	output [3:0] sum;
	output cout;
	wire cout_1, cout_2, cout_3;
    full_adder_gatelevel_module FA_0 (.a(a[0]), .b(b[0]), .cin(cin), .sum(sum[0]), .cout(cout_1));
	full_adder_gatelevel_module FA_1 (.a(a[1]), .b(b[1]), .cin(cout_1), .sum(sum[1]), .cout(cout_2));
	full_adder_gatelevel_module FA_2 (.a(a[2]), .b(b[2]), .cin(cout_2), .sum(sum[2]), .cout(cout_3));
	full_adder_gatelevel_module FA_3 (.a(a[3]), .b(b[3]), .cin(cout_3), .sum(sum[3]), .cout(cout));
endmodule
module full_adder_gatelevel_module (a, b, cin, sum, cout);
	input a, b, cin;
	output sum, cout;
	wire xnor_out_1, xnor_out_2;
	wire not_out_1;
	wire and_out_1, and_out_2, and_out_3;
	wire or_out_1;
	xnor_gate xnor_gate_inst_1 (.a(a), .b(b), .out(xnor_out_1) );
	not_gate not_gate_inst_1(.a(xnor_out_1), .out(not_out_1) );
	xnor_gate xnor_gate_inst_2(.a(not_out_1), .b(cin), .out(xnor_out_2));
	not_gate not_gate_inst_2(.a(xnor_out_2), .out(sum));
	and_gate and_gate_inst_1 	(.a(a), .b(b), .out(and_out_1));
	and_gate and_gate_inst_2 	(.a(b), .b(cin), .out(and_out_2));
	and_gate and_gate_inst_3 	(.a(cin), .b(a), .out(and_out_3));
	or_gate or_gate_inst_1		(.a(and_out_1), .b(and_out_2), .out(or_out_1));
	or_gate or_gate_inst_2		(.a(or_out_1), .b(and_out_3), .out(cout));
endmodule
module and_gate (a, b, out); 
	input a, b;
	output out;
	assign out = a & b;
endmodule
module not_gate (a, out); 
	input a;
	output out;
	assign out = !a;
endmodule
module or_gate (a, b, out); 
	input a, b;
	output out;
	assign out = a || b;	
endmodule
module xnor_gate (a, b, out); 
	input a, b;
	output out;
	wire not_a_out, not_b_out;
	wire and_1_out, and_2_out;
	not_gate not_gate_inst_1 (
		.a			(a),
		.out 		(not_a_out)
	); 
	not_gate not_gate_inst_2 (
		.a			(b),
		.out 		(not_b_out)
	);
	and_gate and_gate_inst_1 (
		.a			(not_a_out),
		.b			(not_b_out),
		.out		(and_1_out)
	);
	and_gate and_gate_inst_2 (
		.a			(a),
		.b			(b),
		.out		(and_2_out)
	);
	or_gate or_gate_inst_1 (
		.a			(and_1_out),
		.b			(and_2_out),		
		.out		(out)
	);
endmodule
module eight_bit_two_to_one_mux_gatelevel_module(a, b, s, out);
    input [7:0] a;
    input [7:0] b;
    input s;
    output [7:0] out;
    two_to_one_mux_gatelevel_module two_to_one_mux_gatelevel_module_inst_0(.a(a[0]), .b(b[0]), .s(s), .out(out[0]));
    two_to_one_mux_gatelevel_module two_to_one_mux_gatelevel_module_inst_1(.a(a[1]), .b(b[1]), .s(s), .out(out[1]));
    two_to_one_mux_gatelevel_module two_to_one_mux_gatelevel_module_inst_2(.a(a[2]), .b(b[2]), .s(s), .out(out[2]));
    two_to_one_mux_gatelevel_module two_to_one_mux_gatelevel_module_inst_3(.a(a[3]), .b(b[3]), .s(s), .out(out[3]));
    two_to_one_mux_gatelevel_module two_to_one_mux_gatelevel_module_inst_4(.a(a[4]), .b(b[4]), .s(s), .out(out[4]));
    two_to_one_mux_gatelevel_module two_to_one_mux_gatelevel_module_inst_5(.a(a[5]), .b(b[5]), .s(s), .out(out[5]));
    two_to_one_mux_gatelevel_module two_to_one_mux_gatelevel_module_inst_6(.a(a[6]), .b(b[6]), .s(s), .out(out[6]));
    two_to_one_mux_gatelevel_module two_to_one_mux_gatelevel_module_inst_7(.a(a[7]), .b(b[7]), .s(s), .out(out[7]));
endmodule
module two_to_one_mux_gatelevel_module (a, b, s, out);
	input a, b;
	input s;	
	output out;
	wire not_1_output;
	wire and_1_output, and_2_output;
	not_gate not_1(.a(s), .out(not_1_output));
	and_gate and_1(.a(a), .b(not_1_output), .out(and_1_output));
	and_gate and_2(.a(b), .b(s), .out(and_2_output));
	or_gate or_1(.a(and_1_output), .b(and_2_output), .out(out));
endmodule
module eight_bit_register_behavioral_module(in, clk, rst, out);
	input [7:0] in;
	input clk;  
	input rst;  
	output [7:0] out;
	reg [7:0] out;	
	always@(posedge clk)
	begin
		if(rst == 1'b1)
			out <= 8'd0;  
		else
		begin
			out <= in;
		end
	end
endmodule
module custom_acc(
    input   [7:0]   in_1,
    input   [7:0]   in_2,
    input   [7:0]   in_3,
    input   [7:0]   in_4,
    input           clk,
    input           rst,
    input           en,
    output  [7:0]   out 
);
    wire    [7:0]   sum_stage1_out1;
    wire    [7:0]   sum_stage1_out2;
    wire    [7:0]   sum_stage2_out;
    eight_bit_full_adder_module eight_bit_full_adder_module_stage1_1(
        .a      (in_1), 
        .b      (in_2), 
        .cin    (1'b0), 
        .sum    (sum_stage1_out1), 
        .cout   ()
    );
    eight_bit_full_adder_module eight_bit_full_adder_module_stage1_2(
        .a      (in_3), 
        .b      (in_4), 
        .cin    (1'b0), 
        .sum    (sum_stage1_out2), 
        .cout   ()
    );
    eight_bit_full_adder_module eight_bit_full_adder_module_stage2(
        .a      (sum_stage1_out1), 
        .b      (sum_stage1_out2), 
        .cin    (1'b0), 
        .sum    (sum_stage2_out), 
        .cout   ()
    );
    eight_bit_accumulator eight_bit_accumulator_inst(
        .in     (sum_stage2_out), 
        .clk    (clk), 
        .en     (en), 
        .rst    (rst), 
        .out    (out)
    );
endmodule
==> run summary <==
setup tns final: 0 ps
Yosys top cell by area: fa_1
CP bufs+invs: 3
Routed Antenna Nets: 0
Commonest Layout Cell: clkdlybuf4s50_1
clk root buf: clkbuf_8
Die Y: 101 microns
stages on the worst setup path: 17
input/output buffers: 42
CP max stage cell: fa_1
initial antenna violation count: 0
Synth Instances: 81
Reg clk slew, reported paths: 40 ps
fraction of layout cells with a size suffix above 1: 2.59%
tool warnings: 25
most used cell, CP: fa_1
Placed Cells: 190
DP HPWL: 2050 microns
DRT iter0 DRCs: 5
P&R area growth vs syn: 49.6%
RSZ-0062 raised after global routing: false
clk ins delay skew pair: 220 ps
Core Footprint: 6350 sq um
top cells, area: fa_1, dfxtp_1, mux2i_1, buf_4, xnor2_1
number of synthesis warnings: 1
hold path depth: 2
CTS sink cnt: 8
CP cell instances: clkdlybuf4s50_1 -> ha_1 -> inv_1 -> fa_1 -> inv_1 -> fa_1 -> fa_1 -> fa_1 -> fa_1 -> fa_1 -> fa_1 -> fa_1 -> xnor2_1 -> xnor2_1 -> xnor2_1 -> a21oi_1 -> a31o_1
CP Class: in -> reg
Vias: 634
Max Transition Viols Final: 0
Die Width: 101 microns
Clock Tree Buf Depth: 2
DR vias/cell: 3.28
n_diodes: 0
FF+latch count, synth: 8
Clock Skews: 0.606 ps
Post-route DRC: 0
largest net degree at the start of global routing: 10
Worst-Margin Slew: 493 ps
final hold vios: 0
hold slack: 515 ps
maximum vdd drop: 0.107 mV
status: complete, no violations
peak fanout along the critical path: 2
YS chip area: 981 sq um
max_cap viols: 0
Total GRT Usage: 4.29%
Fmax achieved: 148 MHz
CP arrival: 6870 ps
final worst path period share: 73.4%
routed length per placed instance: 10.9 microns
synthesized area: 981 sq um
distinct lib cells: 13
Final min period: 6750 ps
Cell Count, Final, Fillers Out: 193
Post-synth seq share: 16.3%
Hold WC Path Type: reg -> reg
# resized after CTS: 0
reg2reg path depth: 12
chip area: 10,200 sq um
final setup vio count: 0
vias in the first global route: 792
Max transition margin: 67.0%
hold bufs inserted after CTS: 0
CTS H-tree depth: 1
CTS buffer count: 3
RD Place Congestion: 0.766
pwr dens: 189 nW/um^2
area share, top type: 49.0%
I/O pin cnt: 43
dominant logic cell types in the final layout: clkdlybuf4s50_1, fa_1, inv_1
Initial DRT Pass Iterations: 2
DRT Wirelength: 2110 microns
WP data required: 9320 ps
TritonCTS clock tree: built
Slowest Stage Delay on Critical Path: 480 ps
first-pass GRT wire length: 3480 microns
CP endpoint kind: flop
GR Overflow Total: 0
Leakage: 0.598 nW
Core Density at Floorplan: 15.4%
number of setup buffers added after CTS: 0
CP startpoint kind: primary input
FF-to-FF setup slack: 5210 ps
# rows: 29
Syn Area/Cell: 12.1 sq um
crit-path leading delay family: adder cells
yosys cell count: 81
synth_stat cells:
library cell / instances
a21oi_1: 1
nor2_1: 8
buf_4: 9
buf_1: 1
inv_1: 10
a31o_1: 1
xnor2_1: 6
mux2i_1: 7
ha_1: 4
fa_1: 24
nand2b_1: 1
xor2_1: 1
dfxtp_1: 8
area by class of cell:
cell class	instances	area, sq um
clock buffers	3	41.3
fillers	662	4880
inverters	10	37.5
multi-input cells	53	712
flip-flops and latches	8	160
well taps	77	96.3
repair buffers	42	420
per-layer routing:
metal | track usage, % | share of wire, % | up-vias
met5 | 0 | 0 | -
met4 | 0.107 | 0.19 | 0
met3 | 3.60 | 17 | 2
met2 | 6.29 | 44 | 31
met1 | 5.02 | 38 | 293
li1 | - | - | 308
power breakdown:
group | total (mW) | switching (mW) | internal (mW) | leakage [nW]
Clock | 0.0414 | 0.0131 | 0.0283 | 0.0216
Sequential | 0.0594 | 0.0111 | 0.0484 | 0.0661
Combinational | 0.176 | 0.0727 | 0.104 | 0.510
worst reg2reg max path, cell delays in order (launching register included):
cell and delay [ps]:
dfxtp_1 310, ha_1 210, fa_1 440, fa_1 420, fa_1 420, fa_1 430
fa_1 420, fa_1 410, xnor2_1 210, xnor2_1 150, xnor2_1 170, a21oi_1 90
a31o_1 200
per-stage QoR:
step | cell area [sq um] | util, % | setup WS [ps] | total power [mW]
2_1_floorplan | 981 | - | 2860 | 0.191
3_3_place_gp | 1430 | 22.5 | 2150 | 0.242
3_5_place_dp | 1430 | 22.5 | 2140 | 0.244
4_1_cts | 1470 | 23.1 | 2360 | 0.287
5_1_grt | 1470 | 23.1 | 2090 | 0.317
6_report | 1470 | 23.1 | 2450 | 0.277
kinds of logic after synthesis:
family,synth area share [%]
AND-OR/OR-AND,1.40
AND/OR/NAND/NOR,3.70
multiplexers,7.14
flip-flops,16.3
adder cells (fa/ha/maj),54.1
buffers and inverters,11.1
XOR/XNOR,6.25
worst max-delay path by stage:
stage         slack (ps)  endpoint  startpoint
finish              2450      flop     in_1[0]
global route        2090      flop     in_2[0]
CTS                 2360      flop     in_1[0]
No activity file was given, so power comes from the tool's default toggle rates.
