==> ./design.v <==
module eight_bit_full_adder_module (a, b, cin, sum, cout);
	input [7:0] a, b;
	input cin;
	output [7:0] sum;
	output cout;
	wire cout_mid;
    four_bit_full_adder_module FA4_0 (.a(a[3:0]), .b(b[3:0]), .cin(cin), .sum(sum[3:0]), .cout(cout_mid));
    four_bit_full_adder_module FA4_1 (.a(a[7:4]), .b(b[7:4]), .cin(cout_mid), .sum(sum[7:4]), .cout(cout));
endmodule
module four_bit_full_adder_module (a, b, cin, sum, cout);
	input [3:0] a, b;
	input cin;
	output [3:0] sum;
	output cout;
	wire cout_1, cout_2, cout_3;
    full_adder_gatelevel_module FA_0 (.a(a[0]), .b(b[0]), .cin(cin), .sum(sum[0]), .cout(cout_1));
	full_adder_gatelevel_module FA_1 (.a(a[1]), .b(b[1]), .cin(cout_1), .sum(sum[1]), .cout(cout_2));
	full_adder_gatelevel_module FA_2 (.a(a[2]), .b(b[2]), .cin(cout_2), .sum(sum[2]), .cout(cout_3));
	full_adder_gatelevel_module FA_3 (.a(a[3]), .b(b[3]), .cin(cout_3), .sum(sum[3]), .cout(cout));
endmodule
module full_adder_gatelevel_module (a, b, cin, sum, cout);
	input a, b, cin;
	output sum, cout;
	wire xnor_out_1, xnor_out_2;
	wire not_out_1;
	wire and_out_1, and_out_2, and_out_3;
	wire or_out_1;
	xnor_gate xnor_gate_inst_1 (.a(a), .b(b), .out(xnor_out_1) );
	not_gate not_gate_inst_1(.a(xnor_out_1), .out(not_out_1) );
	xnor_gate xnor_gate_inst_2(.a(not_out_1), .b(cin), .out(xnor_out_2));
	not_gate not_gate_inst_2(.a(xnor_out_2), .out(sum));
	and_gate and_gate_inst_1 	(.a(a), .b(b), .out(and_out_1));
	and_gate and_gate_inst_2 	(.a(b), .b(cin), .out(and_out_2));
	and_gate and_gate_inst_3 	(.a(cin), .b(a), .out(and_out_3));
	or_gate or_gate_inst_1		(.a(and_out_1), .b(and_out_2), .out(or_out_1));
	or_gate or_gate_inst_2		(.a(or_out_1), .b(and_out_3), .out(cout));
endmodule
module eigth_bit_signed_subtractor(
    input [7:0] a,
    input [7:0] b,
    output [7:0] out
);
    wire cout;
    four_bit_signed_subtractor inst_1(
        .a(a[3:0]),
        .b(b[3:0]),
        .cin(1'b1),
        .out(out[3:0]),
        .cout(cout)
    );  
    four_bit_signed_subtractor inst_2(
        .a(a[7:4]),
        .b(b[7:4]),
        .cin(cout),
        .out(out[7:4]),
        .cout()
    );  
endmodule
module four_bit_signed_subtractor(
    input   [3:0] a,
    input   [3:0] b,
    input   cin,
    output  [3:0] out,
    output  wire cout
);  
    wire not_1,not_2,not_3,not_4;
    wire b_1,b_2,b_3,b_4;
    wire cout_1,cout_2,cout_3;
    xnor_gate xnor_gate_1(.a(b[0]), .b(1'b1), .out(not_1));
    not_gate not_gate_1(.a(not_1), .out(b_1));
    xnor_gate xnor_gate_2(.a(b[1]), .b(1'b1), .out(not_2));
    not_gate not_gate_2(.a(not_2), .out(b_2)); 
    xnor_gate xnor_gate_3(.a(b[2]), .b(1'b1), .out(not_3));
    not_gate not_gate_3(.a(not_3), .out(b_3)); 
    xnor_gate xnor_gate_4(.a(b[3]), .b(1'b1), .out(not_4));
    not_gate not_gate_4(.a(not_4), .out(b_4)); 
    full_adder_gatelevel_module FA_0 (.a(a[0]), .b(b_1), .cin(cin), .sum(out[0]), .cout(cout_1));
	full_adder_gatelevel_module FA_1 (.a(a[1]), .b(b_2), .cin(cout_1), .sum(out[1]), .cout(cout_2));
	full_adder_gatelevel_module FA_2 (.a(a[2]), .b(b_3), .cin(cout_2), .sum(out[2]), .cout(cout_3));
	full_adder_gatelevel_module FA_3 (.a(a[3]), .b(b_4), .cin(cout_3), .sum(out[3]), .cout(cout));
endmodule
module and_gate (a, b, out); 
	input a, b;
	output out;
	assign out = a & b;
endmodule
module eight_bit_wise_and_gate(a,out);
    input [7:0] a;
    output out;
    wire and_out_1;
    wire and_out_2;
    wire and_out_3;
    wire and_out_4;
    wire and_out_5;
    wire and_out_6;
    and_gate and_gate_1(.a(a[0]), .b(a[1]), .out(and_out_1));
    and_gate and_gate_2(.a(and_out_1), .b(a[2]), .out(and_out_2));
    and_gate and_gate_3(.a(and_out_2), .b(a[3]), .out(and_out_3));
    and_gate and_gate_4(.a(and_out_3), .b(a[4]), .out(and_out_4));
    and_gate and_gate_5(.a(and_out_4), .b(a[5]), .out(and_out_5));
    and_gate and_gate_6(.a(and_out_5), .b(a[6]), .out(and_out_6));
    and_gate and_gate_7(.a(and_out_6), .b(a[7]), .out(out));
endmodule
module eight_bit_xnor_gate(a, b, out);
    input [7:0] a;
    input [7:0] b;
    output [7:0] out;
    xnor_gate xnor_gate_0(.a(a[0]), .b(b[0]), .out(out[0]));
    xnor_gate xnor_gate_1(.a(a[1]), .b(b[1]), .out(out[1]));
    xnor_gate xnor_gate_2(.a(a[2]), .b(b[2]), .out(out[2]));
    xnor_gate xnor_gate_3(.a(a[3]), .b(b[3]), .out(out[3]));
    xnor_gate xnor_gate_4(.a(a[4]), .b(b[4]), .out(out[4]));
    xnor_gate xnor_gate_5(.a(a[5]), .b(b[5]), .out(out[5]));
    xnor_gate xnor_gate_6(.a(a[6]), .b(b[6]), .out(out[6]));
    xnor_gate xnor_gate_7(.a(a[7]), .b(b[7]), .out(out[7]));
endmodule
module not_gate (a, out); 
	input a;
	output out;
	assign out = !a;
endmodule
module or_gate (a, b, out); 
	input a, b;
	output out;
	assign out = a || b;	
endmodule
module xnor_gate (a, b, out); 
	input a, b;
	output out;
	wire not_a_out, not_b_out;
	wire and_1_out, and_2_out;
	not_gate not_gate_inst_1 (
		.a			(a),
		.out 		(not_a_out)
	); 
	not_gate not_gate_inst_2 (
		.a			(b),
		.out 		(not_b_out)
	);
	and_gate and_gate_inst_1 (
		.a			(not_a_out),
		.b			(not_b_out),
		.out		(and_1_out)
	);
	and_gate and_gate_inst_2 (
		.a			(a),
		.b			(b),
		.out		(and_2_out)
	);
	or_gate or_gate_inst_1 (
		.a			(and_1_out),
		.b			(and_2_out),		
		.out		(out)
	);
endmodule
module d_flip_flop_behavioral_module (d, clk, q, q_bar);
	input d;
	input clk;  
	output q, q_bar;
	reg q, q_bar;
	always @ (posedge clk)
	begin
		q <= d;
		q_bar <= !d;
	end
endmodule
module eight_bit_d_flip_flop(d,clk,q,q_bar);
    input [7:0] d;
    input clk;
    output [7:0] q;
    output [7:0] q_bar;
    d_flip_flop_behavioral_module d_flip_flop_behavioral_module_inst_0(.d(d[0]), .clk(clk), .q(q[0]), .q_bar(q_bar[0]));
    d_flip_flop_behavioral_module d_flip_flop_behavioral_module_inst_1(.d(d[1]), .clk(clk), .q(q[1]), .q_bar(q_bar[1]));
    d_flip_flop_behavioral_module d_flip_flop_behavioral_module_inst_2(.d(d[2]), .clk(clk), .q(q[2]), .q_bar(q_bar[2]));
    d_flip_flop_behavioral_module d_flip_flop_behavioral_module_inst_3(.d(d[3]), .clk(clk), .q(q[3]), .q_bar(q_bar[3]));
    d_flip_flop_behavioral_module d_flip_flop_behavioral_module_inst_4(.d(d[4]), .clk(clk), .q(q[4]), .q_bar(q_bar[4]));
    d_flip_flop_behavioral_module d_flip_flop_behavioral_module_inst_5(.d(d[5]), .clk(clk), .q(q[5]), .q_bar(q_bar[5]));
    d_flip_flop_behavioral_module d_flip_flop_behavioral_module_inst_6(.d(d[6]), .clk(clk), .q(q[6]), .q_bar(q_bar[6]));
    d_flip_flop_behavioral_module d_flip_flop_behavioral_module_inst_7(.d(d[7]), .clk(clk), .q(q[7]), .q_bar(q_bar[7]));
endmodule
module eight_bit_two_to_one_mux_gatelevel_module(a, b, s, out);
    input [7:0] a;
    input [7:0] b;
    input s;
    output [7:0] out;
    two_to_one_mux_gatelevel_module two_to_one_mux_gatelevel_module_inst_0(.a(a[0]), .b(b[0]), .s(s), .out(out[0]));
    two_to_one_mux_gatelevel_module two_to_one_mux_gatelevel_module_inst_1(.a(a[1]), .b(b[1]), .s(s), .out(out[1]));
    two_to_one_mux_gatelevel_module two_to_one_mux_gatelevel_module_inst_2(.a(a[2]), .b(b[2]), .s(s), .out(out[2]));
    two_to_one_mux_gatelevel_module two_to_one_mux_gatelevel_module_inst_3(.a(a[3]), .b(b[3]), .s(s), .out(out[3]));
    two_to_one_mux_gatelevel_module two_to_one_mux_gatelevel_module_inst_4(.a(a[4]), .b(b[4]), .s(s), .out(out[4]));
    two_to_one_mux_gatelevel_module two_to_one_mux_gatelevel_module_inst_5(.a(a[5]), .b(b[5]), .s(s), .out(out[5]));
    two_to_one_mux_gatelevel_module two_to_one_mux_gatelevel_module_inst_6(.a(a[6]), .b(b[6]), .s(s), .out(out[6]));
    two_to_one_mux_gatelevel_module two_to_one_mux_gatelevel_module_inst_7(.a(a[7]), .b(b[7]), .s(s), .out(out[7]));
endmodule
module two_to_one_mux_gatelevel_module (a, b, s, out);
	input a, b;
	input s;	
	output out;
	wire not_1_output;
	wire and_1_output, and_2_output;
	not_gate not_1(.a(s), .out(not_1_output));
	and_gate and_1(.a(a), .b(not_1_output), .out(and_1_output));
	and_gate and_2(.a(b), .b(s), .out(and_2_output));
	or_gate or_1(.a(and_1_output), .b(and_2_output), .out(out));
endmodule
module eight_bit_register_behavioral_module(in, clk, rst, out);
	input [7:0] in;
	input clk;  
	input rst;  
	output [7:0] out;
	reg [7:0] out;	
	always@(posedge clk)
	begin
		if(rst == 1'b1)
			out <= 8'd0;  
		else
		begin
			out <= in;
		end
	end
endmodule
module custom_ring_couter(clk, rst, en, i_num_cnt, out,is_done_o);
    input clk;
    input rst;
    input en;
    input [7:0] i_num_cnt;
    output [7:0] out;
    output is_done_o; 
    wire [7:0] num_cnt;
    wire [7:0] num_cnt_subtract_1; 
    wire [7:0] reg_out;
    wire [7:0] reg_in;
    wire [7:0] add_out;
    wire [7:0] mux_0_out;
    wire [7:0] xnor_out;
    wire bit_wise_out;
    wire is_done;
    assign is_done_o = is_done;
    assign out = reg_out;
    eight_bit_register_behavioral_module eight_bit_register_behavioral_module_inst (
        .in(reg_in), 
        .clk(clk), 
        .rst(rst), 
        .out(reg_out)
    );
    eight_bit_full_adder_module eight_bit_full_adder_inst (
        .a(reg_out),
        .b(8'b0000_0001), 
        .cin(1'b0), 
        .sum(add_out), 
        .cout()
    );
    eight_bit_two_to_one_mux_gatelevel_module eight_bit_two_to_one_mux_gatelevel_module_inst_0(
        .a(reg_out), 
        .b(add_out), 
        .s(en), 
        .out(mux_0_out)
    );
    eight_bit_two_to_one_mux_gatelevel_module eight_bit_two_to_one_mux_gatelevel_module_inst_1(
        .a(mux_0_out), 
        .b(8'b0), 
        .s(is_done), 
        .out(reg_in)
    );
    eigth_bit_signed_subtractor eigth_bit_signed_subtractor_1(
        .a(num_cnt),
        .b(8'b0000_0001),
        .out(num_cnt_subtract_1)
    );
    eight_bit_xnor_gate eight_bit_xnor_gate_inst(.a(reg_out), .b(num_cnt_subtract_1), .out(xnor_out));
    eight_bit_wise_and_gate eight_bit_wise_and_gate_inst(.a(xnor_out), .out(bit_wise_out));
    and_gate and_gate_inst (.a(bit_wise_out), .b(en), .out(is_done));
    eight_bit_d_flip_flop eight_bit_d_flip_flop_inst(.d(i_num_cnt), .clk(clk), .q(num_cnt), .q_bar());
endmodule
==> ./run.sh <==
#!/bin/bash
# OpenROAD 26Q1-2900-gdf79404cd8, Yosys 0.63+post, stock flow scripts
make -C /OpenROAD-flow-scripts/flow DESIGN_CONFIG=/design/flow/config.mk WORK_HOME=/design/flow/orfs finish
==> ./config.mk <==
export PLATFORM = sky130hd
export DESIGN_NAME = custom_ring_couter
export DESIGN_NICKNAME = custom_ring_couter
export VERILOG_FILES = /design/flow/design.v
export SDC_FILE = /design/flow/constraint.sdc
export NUM_CORES = 4
export LEC_CHECK = 1
export CORE_AREA = 10 10 75 75
export DIE_AREA = 0 0 85 85
==> ./constraint.sdc <==
current_design custom_ring_couter

set clk_period 3.1
set clk_io_pct 0.2

create_clock -name clk0 -period $clk_period [get_ports {clk}]

set non_clock_inputs [all_inputs -no_clocks]
set_input_delay [expr $clk_period * $clk_io_pct] -clock clk0 $non_clock_inputs
set_output_delay [expr $clk_period * $clk_io_pct] -clock clk0 [all_outputs]
==> impl_results.html <==
<h3>Flow metrics</h3>
<table>
<tr><th>Metric</th><th>Value</th></tr>
<tr><th colspan="2">Outcome</th></tr>
<tr><td>Run status</td><td>finished, final reports clean</td></tr>
<tr><th colspan="2">Die</th></tr>
<tr><td>Die X</td><td>85 um</td></tr>
<tr><td>Area inside the core boundary</td><td>4060 sq um</td></tr>
<tr><td>FP Core Util</td><td>20.6%</td></tr>
<tr><td>Y dimension of the die</td><td>85 um</td></tr>
<tr><td>Die footprint</td><td>7230 sq um</td></tr>
<tr><td>Number of placement rows</td><td>23</td></tr>
<tr><td>Ports</td><td>20</td></tr>
<tr><th colspan="2">Synth</th></tr>
<tr><td>Seq cells post-synth</td><td>16</td></tr>
<tr><td>Count of distinct cell types in the synthesized netlist</td><td>15</td></tr>
<tr><td>Mapped Cells</td><td>75</td></tr>
<tr><td>Register area share after synthesis</td><td>38.3%</td></tr>
<tr><td>Combined area of all synthesized cells</td><td>836 sq um</td></tr>
<tr><td>Number of synthesis warnings</td><td>2</td></tr>
<tr><td>Yosys cell count</td><td>75</td></tr>
<tr><td>Chip area line of the yosys report</td><td>836 sq um</td></tr>
<tr><td>Mean cell area of the mapped netlist</td><td>11.1 sq um</td></tr>
<tr><th colspan="2">Critical path</th></tr>
<tr><td>Startpoint kind of the worst setup timing path</td><td>register</td></tr>
<tr><td>Slowest stage cell, crit path</td><td>sky130_fd_sc_hd__dfxtp_1</td></tr>
<tr><td>Critical path data arrival time</td><td>2320 ps</td></tr>
<tr><td>Combined buffer and inverter count along the critical path</td><td>2</td></tr>
<tr><td>Critical Path Max Stage Delay</td><td>310 ps</td></tr>
<tr><td>Crit Path Max Fanout</td><td>2</td></tr>
<tr><td>Endpoint of the worst register-to-register path</td><td>eight_bit_register_behavioral_module_inst.out[6]</td></tr>
<tr><td>Critical path, cell by cell</td><td>inv_1 -&gt; ha_1 -&gt; ha_2 -&gt; ha_4 -&gt; ha_4 -&gt; ha_4 -&gt; ha_4 -&gt; xor2_1 -&gt; and4_1 -&gt; and3_4 -&gt; clkbuf_2</td></tr>
<tr><td>Critical path's most frequent cell</td><td>sky130_fd_sc_hd__ha_4</td></tr>
<tr><td>Cell family with most CP delay</td><td>adder cells</td></tr>
<tr><td>Logic depth of the worst register-to-register path</td><td>11</td></tr>
<tr><td>Classification of the worst setup path</td><td>register to output pin</td></tr>
<tr><td>Reg-to-reg setup timing slack</td><td>880 ps</td></tr>
<tr><td>Critical Path End Type</td><td>output pin</td></tr>
<tr><td>Req. time, crit path</td><td>2480 ps</td></tr>
<tr><th colspan="2">Timing</th></tr>
<tr><td>Finish-stage setup viols</td><td>0</td></tr>
<tr><td>Number of hold-slack violations in the final timing report</td><td>0</td></tr>
<tr><td>Headroom to the max-slew limit</td><td>80.3%</td></tr>
<tr><td>Setup repair after global routing missed its margin</td><td>false</td></tr>
<tr><td>Measured slew at the worst slew-check pin</td><td>295 ps</td></tr>
<tr><td>Top achievable clock speed</td><td>341 MHz</td></tr>
<tr><td>Minimum clock period after layout</td><td>2940 ps</td></tr>
<tr><td>Slew Viols, Final</td><td>0</td></tr>
<tr><td>Final worst-path cycle share</td><td>94.7%</td></tr>
<tr><td>Worst-case clock skew</td><td>0.981 ps</td></tr>
<tr><th colspan="2">Hold path</th></tr>
<tr><td>Launch instance of the worst min-delay path</td><td>eight_bit_register_behavioral_module_inst.out[5]</td></tr>
<tr><td>Worst-case hold path end point</td><td>eight_bit_register_behavioral_module_inst.out[5]</td></tr>
<tr><td>Depth of the worst hold-timing path</td><td>2</td></tr>
<tr><td>HP Class</td><td>register to register</td></tr>
<tr><th colspan="2">Route</th></tr>
<tr><td>Antenna-violating nets left</td><td>0</td></tr>
<tr><td>Antenna Diode Count</td><td>0</td></tr>
<tr><td>Routed length per instance</td><td>11.8 um</td></tr>
<tr><td>Routed vias/inst</td><td>4.01</td></tr>
<tr><td>DRC violation total after the first TritonRoute iteration</td><td>12</td></tr>
<tr><td># DRC</td><td>0</td></tr>
<tr><td>Vias post-DR</td><td>569</td></tr>
<tr><td>Final WL</td><td>1680 um</td></tr>
<tr><td>TritonRoute pass-1 iters</td><td>4</td></tr>
<tr><th colspan="2">Power and ir drop</th></tr>
<tr><td>Leak pwr</td><td>0.489 nW</td></tr>
<tr><td>Net switching power of the design</td><td>103 uW</td></tr>
<tr><td>Clock network fraction of total power</td><td>39.0%</td></tr>
<tr><td>PD cells</td><td>404 nW/um^2</td></tr>
<tr><td>Sw Ratio</td><td>22.0%</td></tr>
<tr><td>Part of the power in combinational logic</td><td>14.2%</td></tr>
<tr><td>Worst ir drop on vdd</td><td>195 uV</td></tr>
<tr><td>Proportion of power drawn by flip-flops and latches</td><td>46.8%</td></tr>
<tr><td>Design internal power</td><td>366 uW</td></tr>
<tr><td>Total power</td><td>469 uW</td></tr>
<tr><th colspan="2">Global route</th></tr>
<tr><td>GRT Overall Usage</td><td>4.65%</td></tr>
<tr><td>Global route overflow</td><td>0</td></tr>
<tr><td>Global-route wire length before repair</td><td>2710 um</td></tr>
<tr><td>Pin count of the biggest net entering global routing</td><td>10</td></tr>
<tr><td>Number of antenna violations at the first check in global routing</td><td>0</td></tr>
<tr><td>Number of global-route vias before repair</td><td>552</td></tr>
<tr><th colspan="2">Finish</th></tr>
<tr><td>Filler cell count in the final layout</td><td>406</td></tr>
<tr><td>Growth of design area from synthesis to finish</td><td>39.1%</td></tr>
<tr><td>Fraction of final layout cells sized beyond drive strength 1</td><td>19.6%</td></tr>
<tr><td>Top cells excl fill/tap</td><td>sky130_fd_sc_hd__clkdlybuf4s50_1, sky130_fd_sc_hd__dfxtp_1, sky130_fd_sc_hd__a311oi_1</td></tr>
<tr><td>Most common library cell in the layout ignoring fill and taps</td><td>sky130_fd_sc_hd__clkdlybuf4s50_1</td></tr>
<tr><td>Final instance area</td><td>1160 sq um</td></tr>
<tr><th colspan="2">Clock tree</th></tr>
<tr><td>Worst-skew pair later-pin latency</td><td>250 ps</td></tr>
<tr><td>Max Root-Sink Buffers</td><td>2</td></tr>
<tr><td>Number of setup buffers added after CTS</td><td>0</td></tr>
<tr><td># H-tree levels</td><td>1</td></tr>
<tr><td>Clock tree from TritonCTS</td><td>yes</td></tr>
<tr><td>Count of hold-fix buffers inserted at cts</td><td>0</td></tr>
<tr><td>Cell at the root of the clock tree</td><td>sky130_fd_sc_hd__clkbuf_8</td></tr>
<tr><td>Total CTS buffers</td><td>3</td></tr>
<tr><td>Clock input transition at the sequential cells of the worst setup and hold paths</td><td>60 ps</td></tr>
<tr><td>Clock net sink count</td><td>16</td></tr>
<tr><th colspan="2">Placed design</th></tr>
<tr><td>Detailed placement HPWL</td><td>1330 um</td></tr>
<tr><td>RePlAce Congestion</td><td>0.815</td></tr>
<tr><td>Port buffer count</td><td>19</td></tr>
<tr><td>Area of placed instances</td><td>1050 sq um</td></tr>
<tr><th colspan="2">Run</th></tr>
<tr><td>Stage-log warning count</td><td>25</td></tr>
<tr><td>Max Cap Viol</td><td>0</td></tr>
</table>
[tightest hold or removal path, cell delays in order (launching register included)]
cell and delay, ps:
sky130_fd_sc_hd__dfxtp_1 340, sky130_fd_sc_hd__mux2i_1 130, sky130_fd_sc_hd__a311oi_1 60
[Yosys cell counts (all sizes together)]
cell     n  area [sq um]
dfxtp   16           320
ha      12           150
buf     10          68.8
a311oi   8          70.1
inv      7          26.3
mux2i    6          60.1
xnor2    6          52.6
xor2     5          43.8
and3     1          6.26
and4     1          8.76
clkbuf   1          3.75
nand2    1          3.75
nor4     1          21.3
[what timing repair did]
item | in CTS | in global routing
setup endpoints to repair | 1 | 1
pin swaps | 6 | 1
resized | 11 | 2
[cells by family (layout without fill, tap and decap cells)]
| group | Yosys count | count (layout) | share of synthesized area [%] |
|---|---|---|---|
| flops | 16 | 16 | 38.3 |
| mux | 6 | 6 | 7.19 |
| simple gates | 4 | 4 | 4.79 |
| buf+inv | 18 | 35 | 11.8 |
| xor+xnor | 11 | 11 | 11.5 |
| compound gates | 8 | 8 | 8.38 |
| fa+ha+maj | 12 | 12 | 18.0 |
[power groups by stage]
stage                 registers (mW)  clock network [mW]  logic (mW)
final                          0.220               0.183      0.0666
after global routing           0.221               0.199      0.0736
after CTS                      0.220               0.189      0.0681
[worst max-delay path by stage]
stage,endpoint,startpoint,cells past startpoint
final,is_done_o,register,11
after CTS,is_done_o,register,11
after global routing,is_done_o,register,11
[layout make-up]
| class | instances | area (sq um) | area share, % |
|---|---|---|---|
| multi-input combinational | 41 | 474 | 40.8 |
| timing repair buffer | 24 | 223 | 19.2 |
| tap | 50 | 62.6 | 5.38 |
| sequential | 16 | 322 | 27.7 |
| inverter | 7 | 26.3 | 2.26 |
| clock buffer | 4 | 55.1 | 4.74 |
[through the flow]
stage               setup TNS, ps  cells  setup slack, ps  utilization, %  hold slack [ps]
floorplan                       0     75              203               -              545
global placement             -159    138             -159            26.0              586
detailed placement           -150    138             -150            26.0              581
CTS                             0    142             40.9            28.7              589
global route                    0    142             17.6            28.6              623
finish                          0    142              164            28.6              583
[routing by layer]
layer  vias up  global-route usage [%]  share of wire (%)
met5         -                       0                  0
met3         2                    2.41                7.4
met2        17                    7.29                 47
met1       261                    5.81                 45
met4         0                   0.299               0.77
li1        289                       -                  -
No activity file was given, so power comes from the tool's default toggle rates.
